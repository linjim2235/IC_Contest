<file path="./run.sh">
#!/bin/bash
# OpenROAD 26Q1-2900-gdf79404cd8, Yosys 0.63+post, stock flow scripts
make -C /OpenROAD-flow-scripts/flow DESIGN_CONFIG=/design/flow/config.mk WORK_HOME=/design/flow/orfs finish
</file>
<file path="./config.mk">
export PLATFORM = sky130hd
export DESIGN_NAME = image_processor
export DESIGN_NICKNAME = image_processor
export VERILOG_FILES = /design/flow/design.v
export SDC_FILE = /design/flow/constraint.sdc
export NUM_CORES = 4
export LEC_CHECK = 1
export CORE_UTILIZATION = 40
</file>
<file path="./constraint.sdc">
current_design image_processor

set clk_period 4.8
set clk_io_pct 0.2

create_clock -name clk0 -period $clk_period [get_ports {clk_p}]

set non_clock_inputs [all_inputs -no_clocks]
set_input_delay [expr $clk_period * $clk_io_pct] -clock clk0 $non_clock_inputs
set_output_delay [expr $clk_period * $clk_io_pct] -clock clk0 [all_outputs]
</file>
<file path="./design.v">
module image_processor#(
           parameter DATA_WIDTH = 12,
           parameter ADDR_WIDTH = 19,
           parameter DATA_LENGTH = 120000
       )(
           input           clk_p,
           input           rst,
           output 	 reg	[ADDR_WIDTH-1:0]	w_addr,
           output   reg    [ADDR_WIDTH-1:0]    o_addr,
           input 			[DATA_WIDTH-1:0]	data_in,
           output 	 reg	[DATA_WIDTH-1:0]	data_out,
           output   reg    output_valid,
           input           [1:0]               cmd,
           output   reg all_ready
       );
reg [9:0] ready_count;
reg ready;
always@(posedge clk_p or posedge rst)
begin
    if (rst)
    begin
        ready_count <= 0;
        ready <= 0;
    end
    else
    begin
        if (ready_count==10'b1111111111)
        begin
            ready <= 1;
        end
        else
        begin
            ready_count <= ready_count + 1;
        end
    end
end
reg [3:0] state, nxt_state;
localparam
    Idle = 0,
    CENTER_POSITION_READ=1,
    GC_SAVE=2,
    LBP_POSITION_READ=3,
    LBP_CALCULATE=4,
    LBP_WRITE=5,
    CENTER_POSITION_ADD=6,
    Process = 7,
    Finish = 8;
reg [11:0] pel_out;
reg [18:0] center;
reg [2:0] counter;
reg [11:0] gc;
always @(*)
begin
    nxt_state = state;
    case (state)
        Idle:
        begin
            if (ready)
                nxt_state = CENTER_POSITION_READ;
        end
        CENTER_POSITION_READ:
        begin
            nxt_state=GC_SAVE;
        end
        GC_SAVE:
        begin
            if(center[8:0] == 9'd400 || center[8:0] == 9'd399) 
            begin
                nxt_state=Process;
            end
            else
            begin
                nxt_state=LBP_POSITION_READ;
            end
        end
        LBP_POSITION_READ:
        begin
            nxt_state=LBP_CALCULATE;
        end
        LBP_CALCULATE:
        begin
            if(counter==3'd7)
            begin
                nxt_state=Process;
            end
            else
            begin
                nxt_state=LBP_POSITION_READ;
            end
        end
        Process:
        begin
            nxt_state=LBP_WRITE;
        end
        LBP_WRITE:
        begin
            nxt_state=CENTER_POSITION_ADD;
        end
        CENTER_POSITION_ADD:
        begin
            if (o_addr == DATA_LENGTH-401)
                nxt_state = Finish;
            else
                nxt_state=CENTER_POSITION_READ;
        end
    endcase
end
always @(posedge clk_p or posedge rst)
begin
    if (rst)
        state <= Idle;
    else
        state <= nxt_state;
end
always @(posedge clk_p or posedge rst)
begin
    if(rst)
    begin
        output_valid <= 0;
        w_addr <= 0;
        o_addr <= 19'b111_1111_1111_1111_1111;
        all_ready <= 0;
        data_out <= 0;
        center <= 401;
        counter<=3'd0;
        gc<=12'd0;
        pel_out <= 0;
    end
    else
    begin
        output_valid <= 0;
        case(state)
            CENTER_POSITION_READ:
            begin
                output_valid <= 0;
                data_out <= 0;
                w_addr <= center;
                pel_out <= 0;
            end
            GC_SAVE:
            begin
                gc <= data_in;
                data_out <= data_in;
            end
            LBP_POSITION_READ:
            begin
                case(counter)
                    3'd0:	 
                    begin
                        w_addr <= center-401;
                    end
                    3'd1:	 
                    begin
                        w_addr <= center-400;
                    end
                    3'd2:	 
                    begin
                        w_addr <= center-399;
                    end
                    3'd3:	 
                    begin
                        w_addr <= center-1;
                    end
                    3'd4:	 
                    begin
                        w_addr <= center+1;
                    end
                    3'd5:	 
                    begin
                        w_addr <= center+399;
                    end
                    3'd6:	 
                    begin
                        w_addr <= center+400;
                    end
                    3'd7:	 
                    begin
                        w_addr <= center+401;
                    end
                endcase
            end
            LBP_CALCULATE:
            begin
                counter <= counter+3'd1;
                case(counter)
                    3'd0:	 
                    begin
                        if(data_in >= gc)
                        begin
                            pel_out <= pel_out+12'd1;
                        end
                    end
                    3'd1:	 
                    begin
                        if(data_in >= gc)
                        begin
                            pel_out <= pel_out+12'd2;
                        end
                    end
                    3'd2:	 
                    begin
                        if(data_in >= gc)
                        begin
                            pel_out <= pel_out+12'd4;
                        end
                    end
                    3'd3:	 
                    begin
                        if(data_in >= gc)
                        begin
                            pel_out <= pel_out+12'd8;
                        end
                    end
                    3'd4:	 
                    begin
                        if(data_in >= gc)
                        begin
                            pel_out <= pel_out+12'd16;
                        end
                    end
                    3'd5:	 
                    begin
                        if(data_in >= gc)
                        begin
                            pel_out <= pel_out+12'd32;
                        end
                    end
                    3'd6:	 
                    begin
                        if(data_in >= gc)
                        begin
                            pel_out <= pel_out+12'd64;
                        end
                    end
                    3'd7:	 
                    begin
                        if(data_in >= gc)
                        begin
                            pel_out <= pel_out+12'd128;
                        end
                    end
                endcase
            end
            Process:
            begin
                case(cmd)
                    0: 
                    begin
                        pel_out[11:8] <= pel_out[3:0];
                        pel_out[7:4] <= pel_out[3:0];
                        pel_out[3:0] <= pel_out[3:0];
                    end
                    1: 
                    begin
                        pel_out[11:8] <= 15;
                        pel_out[7:4] <= 15;
                        pel_out[3:0] <= 15;
                    end
                    2: 
                    begin
                        pel_out[11:8] <= data_out[3:0];
                        pel_out[7:4] <= data_out[3:0];
                        pel_out[3:0] <= data_out[3:0];
                    end
                    3:
                    begin
                        pel_out[11:8] <= data_out[11:8];
                        pel_out[7:4] <= data_out[7:4];
                        pel_out[3:0] <= data_out[3:0];
                    end
                endcase
            end
            LBP_WRITE:
            begin
                output_valid <= 1;
                data_out <= pel_out;
                o_addr <= center;
            end
            CENTER_POSITION_ADD:
            begin
                center <= center+1;
            end
            Finish:
            begin
                all_ready <= 1;
            end
        endcase
    end
end
endmodule
</file>
==> qor.csv <==
metric,value,unit
vias,7419,
fill_cells,2006,
synth_area_per_cell,8.918,um2
cts-root-buf,clkbuf_16,
wl,23.60,mm
dp_hpwl,16.44,mm
total_power,2.311,mW
powerDensity,232.2,nW/um2
synth_async_sr_flop_share,1.000,
yosysCellCount,955,
postCtsHoldBufs,0,
maxCapViolCount,0,
grt_use_met2,0.3722,
postSynthSeqShare,0.3473,
regToRegSetupSlack,0.65,ns
drtPass1Iterations,8,
grt_max_degree,118,
clk_latency,0.42,ns
grt_pass1_vias,7273,
synth.distinct_cells,81,
gp_congestion,0.9534,
crit_type,reg -> reg,
slew_headroom,0.4600,
combGateArea,5122,um2
antenna_found_initial,0,
synth.largest_area_cell,dfrtp_1,
p_leak,4.387,nW
fin_crit,4.154,ns
met1_usage,0.3467,
tns,0,ns
drive_above_1_share,0.1114,
tightest_slew,0.8080,ns
yosys-stat-area,8517,um2
initial_utilization,0.4064,
ys_ff,117,
top_cells_by_count,"dfrtp_1, o21ai_0, nand2_1",
tool_warnings,33,
top_cell_area_share,0.2732,
netlist_area,8517,um2
synth.area.top_cells,"dfrtp_1, ha_1, dfstp_2",
synthCells,955,
die_h,147.9,um
synth-edff-count,0,
htreeDepth,4,
cp_max_fo,26,
use_met3,0.03024,
worstPathRequired,5.14,ns
arrival,4.49,ns
placementRows,53,
clkTransAtPathRegs,0.06,ns
ys.flop_type,dfrtp_1,
finalHoldViolCount,0,
busiest_layer,met2,
hold_class,reg -> reg,
syn_to_final_growth,16.82,%
pin_count,68,
dieArea,21880,um2
io_buffers,67,
report.final.setup_viol,0,
viasPerCell,5.796,
cts_made_buffers,17,
grt_overflow_total,0,
setup_ws,0.6459,ns
drtAntennaViolNets,0,
fin_skew,0.01315,ns
worstRegToRegCells,13,
track_usage,0.2304,
final_max_slew_viol_count,0,
worstHoldStart,ready,
status,finished clean,
fin_hold_ws,0.4119,ns
cts_tree,yes,
clock.fmax,0.2407,GHz
rsz0062_at_grt,no,
ys_warn_count,1,
postCtsSetupRepairBufs,0,
crit_path_end_kind,flop,
finalInstanceArea,9950,um2
placed_area,9369,um2
top_cell,dfrtp_1,
coreArea,20960,um2
min_to,state[0],
drc_errors,0,
seq_area,2958,um2
grt_pass1_wl,39.10,mm
cts_max_path_buffers,2,
drt_iter0_markers,590,
diodes,0,
cts.sinks,117,
r2r-start,counter[2],
ir_drop,0.2206,mV
finalCritPeriodShare,0.8654,
place_ws,0.7452,ns
r2r-end,w_addr[14],
wl_per_cell,18.44,um
die_w,147.9,um
holdPathStages,1,
start_kind,flop,
post_cts_resized,0,
cells by family after synthesis:
logic type,after synthesis,synth area share
buffers and inverters,109,0.05127
muxes,45,0.05671
adders and majority gates,62,0.09285
xor gates and xnor gates,62,0.06376
AOI/OAI and AO/OA,291,0.2246
DFF,117,0.3473
and+or+nand+nor,269,0.1635
cell type report:
type                            count  area share
Inverter                           51     0.01949
Tap cell                          275     0.03458
Clock inverter                     14     0.01522
Multi-Input combinational cell    729      0.5148
Timing Repair Buffer               76     0.07545
Clock buffer                       18     0.04313
Sequential cell                   117      0.2973
cells in the final DEF, fill, tap and decap left out, types with 20 or more instances in the layout:
master,synthesis,final
o21ai_0,81,80
inv_1,50,49
nor3_1,20,20
clkdlybuf4s50_1,0,67
nand2_1,78,78
dfrtp_1,93,93
xnor2_1,44,44
dfstp_2,24,24
ha_1,60,60
a21oi_1,66,66
nand3_1,28,28
nor2_1,51,51
mux2_2,26,26
worst max-delay path by stage:
stage               from          to  cells after the start
CTS           counter[2]  w_addr[14]                     13
global route  counter[2]  w_addr[14]                     13
finish        counter[2]  w_addr[14]                     13
per-layer routing:
layer / wire, um / vias to the layer above / share of wire
met2: 11000 / 224 / 0.47
met4: 312 / 0 / 0.013
met5: 0 / - / 0
li1: - / 3600 / -
met1: 11040 / 3575 / 0.47
met3: 1243 / 20 / 0.053
sequential cells by signal, summed over array words and instances, names as in the netlist:
name,count
pel_out,12
ready,1
ready_count,10
center,19
all_ready,1
data_out,12
w_addr,19
state,9
o_addr,19
counter,3
gc,12
worst max-delay path, stage by stage (launching register included):
cell and delay, ns:
dfrtp_1 0.79, inv_1 0.14, ha_1 0.39, inv_1 0.17, nand2_1 0.35, ha_1 0.51, nand2_1 0.06, o21ai_0 0.35
a21oi_1 0.14, a21boi_0 0.42, o21ai_0 0.21, nor3b_1 0.18, nor3_1 0.17, a2bb2oi_1 0.17
metrics by stage:
| stage | utilization | std cells |
|---|---|---|
| after CTS | 0.4748 | 1280 |
| final | 0.4748 | 1280 |
| after detailed placement | 0.4471 | 1248 |
| after global placement | 0.4471 | 1248 |
| after floorplan | - | 955 |
| after global routing | 0.4748 | 1280 |
where the power goes:
part / internal, mW / leakage (nW) / switching, mW
Clock: 0.769 / 0.281 / 0.505
Sequential: 0.988 / 1.46 / 0
Combinational: 0.0174 / 2.64 / 0.0322
No activity file was given, so power comes from the tool's default toggle rates.
