### ./design.v
`timescale 1ns/10ps
module  ATCONV(
            input		clk,
            input		reset,
            output	reg	busy,
            input		ready,
            output reg	[11:0]	iaddr,
            input signed [12:0]	idata,
            output	reg 	cwr,
            output  reg	[11:0]	caddr_wr,
            output reg 	[12:0] 	cdata_wr,
            output	reg 	crd,
            output reg	[11:0] 	caddr_rd,
            input 	[12:0] 	cdata_rd,
            output reg 	csel
        );
reg [3:0] count; 
reg [12:0] addr; 
reg [1:0] CurrentState, NextState;
reg [9:0] max_pooling_addr;
reg signed [29:0] sum; 
wire signed [29:0] a;
reg signed [12:0] pixels;
reg signed [12:0] kernel;
assign a = pixels*kernel;
reg signed [12:0] data_temp_1 [5:0];
reg signed [12:0] data_temp_2 [5:0];
wire signed [29:0] temp1a;
wire signed [29:0] temp2a;
assign temp1a = ((data_temp_1[0]>>4)+(data_temp_1[1]>>3)+(data_temp_1[2]>>2)-(data_temp_1[3])+(data_temp_1[4]>>4)+(data_temp_1[5]>>3))*(-1);
assign temp2a = ((data_temp_2[0]>>4)+(data_temp_2[1]>>3)+(data_temp_2[2]>>2)-(data_temp_2[3])+(data_temp_2[4]>>4)+(data_temp_2[5]>>3))*(-1);
reg signed [12:0] cmpMax;
reg signed [12:0] temp;
wire need_swap;
assign need_swap = temp > cmpMax;
wire [12:0] addr2 = addr + 1;
wire [12:0] addr3 = addr + 64;
wire [12:0] addr4 = addr + 65;
parameter Initialize=0;
parameter Convolutional=1;
parameter Max_pooling=2;
parameter ok=3;
parameter Bias = {13'b1111111111111,13'h1FF4,4'd0};
always@(posedge clk or posedge reset)
begin
    if(reset)
    begin
        busy <= 0;
    end
    else if(ready)
    begin
        busy <= 1;
        iaddr <= 0;
        cwr <= 0;
        crd <= 0;
        caddr_wr <= 0;
        cdata_wr <= 0;
        caddr_rd <= 0;
        CurrentState <= Convolutional;
        count <= 0;
        addr <= 0;
        sum <= 0;
        max_pooling_addr <= 0;
        temp <= 0;
        data_temp_1[0] <= 0;
        data_temp_1[1] <= 0;
        data_temp_1[2] <= 0;
        data_temp_1[3] <= 0;
        data_temp_1[4] <= 0;
        data_temp_1[5] <= 0;
        data_temp_2[0] <= 0;
        data_temp_2[1] <= 0;
        data_temp_2[2] <= 0;
        data_temp_2[3] <= 0;
        data_temp_2[4] <= 0;
        data_temp_2[5] <= 0;
    end
    else
    begin
        CurrentState <= NextState;
        case(CurrentState)
            Initialize:
            begin
            end
            Convolutional:
            begin
                case(count)
                    0:
                    begin
                        count <= count + 1;
                        sum <= 0;
                        if(addr[11:6] == 6'd0 || addr[11:6] == 6'd1 || addr[5:0] == 6'd0 || addr[5:0] == 6'd1)
                        begin
                            if(addr == 0||addr == 1||addr == 64||addr == 65)
                                iaddr <= 0;
                            else if(addr[5:0] == 6'd0) 
                                iaddr <= addr - 128;
                            else if(addr[5:0] == 6'd1) 
                                iaddr <= addr - 129;
                            else if(addr[11:6] == 6'd0) 
                                iaddr <= addr - 2;
                            else  
                                iaddr <= addr - 66;
                        end
                        else
                            iaddr <= addr - 130;
                    end
                    1:
                    begin
                        count <= count + 1;
                        pixels <= idata;
                        kernel <= 13'h1FFF;
                        if(addr[11:6] == 6'd0) 
                            iaddr <= addr;
                        else if(addr[11:6] == 6'd1) 
                            iaddr <= addr - 64;
                        else
                            iaddr <= addr - 128;
                    end
                    2:
                    begin
                        count <= count + 1;
                        kernel <= 13'h1FFE;
                        sum <= a;
                        pixels <= idata;
                        if(addr[11:6] == 6'd0 || addr[11:6] == 6'd1 || addr[5:0] == 6'd62 || addr[5:0] == 6'd63)
                        begin
                            if(addr == 62||addr == 63||addr == 126||addr == 127)
                                iaddr <= 63;
                            else if(addr[5:0] == 6'd63) 
                                iaddr <= addr - 128;
                            else if(addr[5:0] == 6'd62) 
                                iaddr <= addr - 127;
                            else if(addr[11:6] == 6'd0) 
                                iaddr <= addr + 2;
                            else  
                                iaddr <= addr - 62;
                        end
                        else
                            iaddr <= addr - 126;
                        if(addr[5:0] == 6'd0)
                        begin
                            data_temp_2[0] <= idata;
                        end
                        else if(addr[5:0] == 6'd1)
                        begin
                            data_temp_1[0] <= idata;
                        end
                    end
                    3:
                    begin
                        kernel <= 13'h1FFF;
                        pixels <= idata;
                        if(addr[5:0] == 6'd0)
                        begin
                            data_temp_2[1] <= idata;
                            sum <= sum + a;
                            count <= count + 1;
                            if(addr[5:0] == 6'd0) 
                                iaddr <= addr;
                            else if(addr[5:0] == 6'd1) 
                                iaddr <= addr - 1;
                            else
                                iaddr <= addr - 2;
                        end
                        else if(addr[5:0] == 6'd1)
                        begin
                            data_temp_1[1] <= idata;
                            sum <= sum + a;
                            count <= count + 1;
                            if(addr[5:0] == 6'd0) 
                                iaddr <= addr;
                            else if(addr[5:0] == 6'd1) 
                                iaddr <= addr - 1;
                            else
                                iaddr <= addr - 2;
                        end
                        else if(addr[0])
                        begin
                            data_temp_1[0] <= data_temp_1[1];
                            data_temp_1[1] <= idata;
                            sum <= temp1a << 4;
                            count <= count + 3;
                            if(addr[5:0] == 6'd62) 
                                iaddr <= addr + 1;
                            else if(addr[5:0] == 6'd63) 
                                iaddr <= addr;
                            else
                                iaddr <= addr + 2;
                        end
                        else
                        begin
                            data_temp_2[0] <= data_temp_2[1];
                            data_temp_2[1] <= idata;
                            sum <= temp2a << 4;
                            count <= count + 3;
                            if(addr[5:0] == 6'd62) 
                                iaddr <= addr + 1;
                            else if(addr[5:0] == 6'd63) 
                                iaddr <= addr;
                            else
                                iaddr <= addr + 2;
                        end
                    end
                    4:
                    begin
                        count <= count + 1;
                        kernel <= 13'h1FFC;
                        sum <= sum + a;
                        pixels <= idata;
                        iaddr <= addr;
                    end
                    5:
                    begin
                        count <= count + 1;
                        kernel <= 13'h0010;
                        sum <= sum + a;
                        pixels <= idata;
                        if(addr[5:0] == 6'd62) 
                            iaddr <= addr + 1;
                        else if(addr[5:0] == 6'd63) 
                            iaddr <= addr;
                        else
                            iaddr <= addr + 2;
                        if(addr[5:0] == 6'd0)
                        begin
                            data_temp_2[2] <= idata;
                        end
                        else if(addr[5:0] == 6'd1)
                        begin
                            data_temp_1[2] <= idata;
                        end
                    end
                    6:
                    begin
                        kernel <= 13'h1FFC;
                        sum <= sum + a;
                        pixels <= idata;
                        if(addr[5:0] == 6'd0)
                        begin
                            data_temp_2[3] <= idata;
                            count <= count + 1;
                            if(addr[11:6] == 6'd62 || addr[11:6] == 6'd63 || addr[5:0] == 6'd0 || addr[5:0] == 6'd1)
                            begin
                                if(addr == 3968||addr == 3969||addr == 4032||addr == 4033)
                                    iaddr <= 4032;
                                else if(addr[5:0] == 6'd0) 
                                    iaddr <= addr + 128;
                                else if(addr[5:0] == 6'd1) 
                                    iaddr <= addr + 127;
                                else if(addr[11:6] == 6'd62) 
                                    iaddr <= addr + 62;
                                else  
                                    iaddr <= addr - 2;
                            end
                            else
                                iaddr <= addr + 126;
                        end
                        else if(addr[5:0] == 6'd1)
                        begin
                            data_temp_1[3] <= idata;
                            count <= count + 1;
                            if(addr[11:6] == 6'd62 || addr[11:6] == 6'd63 || addr[5:0] == 6'd0 || addr[5:0] == 6'd1)
                            begin
                                if(addr == 3968||addr == 3969||addr == 4032||addr == 4033)
                                    iaddr <= 4032;
                                else if(addr[5:0] == 6'd0) 
                                    iaddr <= addr + 128;
                                else if(addr[5:0] == 6'd1) 
                                    iaddr <= addr + 127;
                                else if(addr[11:6] == 6'd62) 
                                    iaddr <= addr + 62;
                                else  
                                    iaddr <= addr - 2;
                            end
                            else
                                iaddr <= addr + 126;
                        end
                        else if(addr[0])
                        begin
                            data_temp_1[2] <= data_temp_1[3];
                            data_temp_1[3] <= idata;
                            count <= count + 3;
                            if(addr[11:6] == 6'd62 || addr[11:6] == 6'd63 || addr[5:0] == 6'd62 || addr[5:0] == 6'd63)
                            begin
                                if(addr == 4030||addr == 4031||addr == 4094||addr == 4095)
                                    iaddr <= 4095;
                                else if(addr[5:0] == 6'd62) 
                                    iaddr <= addr + 129;
                                else if(addr[5:0] == 6'd63) 
                                    iaddr <= addr + 128;
                                else if(addr[11:6] == 6'd62) 
                                    iaddr <= addr + 66;
                                else  
                                    iaddr <= addr + 2;
                            end
                            else
                                iaddr <= addr + 130;
                        end
                        else
                        begin
                            data_temp_2[2] <= data_temp_2[3];
                            data_temp_2[3] <= idata;
                            count <= count + 3;
                            if(addr[11:6] == 6'd62 || addr[11:6] == 6'd63 || addr[5:0] == 6'd62 || addr[5:0] == 6'd63)
                            begin
                                if(addr == 4030||addr == 4031||addr == 4094||addr == 4095)
                                    iaddr <= 4095;
                                else if(addr[5:0] == 6'd62) 
                                    iaddr <= addr + 129;
                                else if(addr[5:0] == 6'd63) 
                                    iaddr <= addr + 128;
                                else if(addr[11:6] == 6'd62) 
                                    iaddr <= addr + 66;
                                else  
                                    iaddr <= addr + 2;
                            end
                            else
                                iaddr <= addr + 130;
                        end
                    end
                    7:
                    begin
                        count <= count + 1;
                        kernel <= 13'h1FFF;
                        sum <= sum + a;
                        pixels <= idata;
                        if(addr[11:6] == 6'd62) 
                            iaddr <= addr + 64;
                        else if(addr[11:6] == 6'd63) 
                            iaddr <= addr;
                        else
                            iaddr <= addr + 128;
                    end
                    8:
                    begin
                        count <= count + 1;
                        kernel <= 13'h1FFE;
                        sum <= sum + a;
                        pixels <= idata;
                        if(addr[11:6] == 6'd62 || addr[11:6] == 6'd63 || addr[5:0] == 6'd62 || addr[5:0] == 6'd63)
                        begin
                            if(addr == 4030||addr == 4031||addr == 4094||addr == 4095)
                                iaddr <= 4095;
                            else if(addr[5:0] == 6'd62) 
                                iaddr <= addr + 129;
                            else if(addr[5:0] == 6'd63) 
                                iaddr <= addr + 128;
                            else if(addr[11:6] == 6'd62) 
                                iaddr <= addr + 66;
                            else  
                                iaddr <= addr + 2;
                        end
                        else
                            iaddr <= addr + 130;
                        if(addr[5:0] == 6'd0)
                        begin
                            data_temp_2[4] <= idata;
                        end
                        else if(addr[5:0] == 6'd1)
                        begin
                            data_temp_1[4] <= idata;
                        end
                    end
                    9:
                    begin
                        count <= count + 1;
                        kernel <= 13'h1FFF;
                        sum <= sum + a;
                        pixels <= idata;
                        if(addr[5:0] == 6'd0)
                        begin
                            data_temp_2[5] <= idata;
                        end
                        else if(addr[5:0] == 6'd1)
                        begin
                            data_temp_1[5] <= idata;
                        end
                        else if(addr[0])
                        begin
                            data_temp_1[4] <= data_temp_1[5];
                            data_temp_1[5] <= idata;
                        end
                        else
                        begin
                            data_temp_2[4] <= data_temp_2[5];
                            data_temp_2[5] <= idata;
                        end
                    end
                    10:
                    begin
                        count <= count + 1;
                        sum <= sum + a;
                    end
                    11:
                    begin
                        count <= count + 1;
                        sum <= sum + Bias;
                    end
                    12:
                    begin
                        count <= count + 1;
                        if(sum[29])
                        begin
                            cdata_wr <= 0;
                        end
                        else
                        begin
                            cdata_wr <= sum[16:4];
                        end
                        csel <= 0;
                        cwr <= 1;
                        caddr_wr <= addr;
                    end
                    13:
                    begin
                        cwr <= 0;
                        if(addr == 4095)
                        begin
                            count <= 0;
                            addr <= 0;
                        end
                        else if(addr[5:0] == 6'd63 || addr[5:0] == 6'd0)
                        begin
                            count <= 0;
                            addr <= addr + 1;
                        end
                        else
                        begin
                            count <= 3;
                            addr <= addr + 1;
                            if(addr[11:6] == 6'd0 || addr[11:6] == 6'd1 || addr[5:0] == 6'd61 || addr[5:0] == 6'd62)
                            begin
                                if(addr == 61 ||addr == 62||addr == 125||addr == 126)
                                    iaddr <= 63;
                                else if(addr[5:0] == 6'd61) 
                                    iaddr <= addr - 126;
                                else if(addr[5:0] == 6'd62) 
                                    iaddr <= addr - 127;
                                else if(addr[11:6] == 6'd0) 
                                    iaddr <= addr + 3;
                                else  
                                    iaddr <= addr - 61;
                            end
                            else
                                iaddr <= addr - 125;
                        end
                    end
                    default:
                    begin
                        count <= count + 1;
                    end
                endcase
            end
            Max_pooling:
            begin
                count <= count + 1;
                case(count)
                    0:
                    begin
                        crd <= 1;
                        caddr_rd <= addr;
                        csel <= 0;
                    end
                    1:
                    begin
                        cmpMax <= cdata_rd;
                        caddr_rd <= addr2; 
                    end
                    2:
                    begin
                        temp <= cdata_rd;
                        caddr_rd <= addr3;  
                    end
                    3:
                    begin
                        temp <= cdata_rd;
                        if(need_swap)
                            cmpMax <= temp;
                        caddr_rd <= addr4; 
                    end
                    4:
                    begin
                        temp <= cdata_rd;
                        if(need_swap)
                            cmpMax <= temp;
                    end
                    5:
                    begin
                        if(need_swap)
                            cmpMax <= temp;
                    end
                    6:
                    begin
                        if(cmpMax[3:0] > 4'b0)
                            cmpMax <= cmpMax + 13'd16;
                    end
                    7:
                    begin
                        cwr <= 1;
                        caddr_wr <= max_pooling_addr;
                        cdata_wr <={cmpMax[12:4],4'd0};
                        csel <= 1;
                    end
                    8:
                    begin
                        if(addr[5:0] == 6'd62)
                        begin
                            addr <= addr + 66;
                        end
                        else
                        begin
                            addr <= addr + 2;
                        end
                        count <= 0;
                        cwr <= 0;
                        max_pooling_addr <= max_pooling_addr + 1;
                    end
                    default:
                    begin
                    end
                endcase
            end
            ok:
            begin
                busy <= 0;
            end
        endcase
    end
end
always@(*)
begin
    case(CurrentState)
        Initialize:
        begin
            NextState = CurrentState;
        end
        Convolutional:
        begin
            if(count == 13 && addr == 4095)
                NextState = Max_pooling;
            else
                NextState = Convolutional;
        end
        Max_pooling:
        begin
            if(addr == 4096)
                NextState = ok;
            else
                NextState = Max_pooling;
        end
        ok:
        begin
            NextState = CurrentState;
        end
    endcase
end
endmodule
### ./run.sh
#!/bin/bash
# OpenROAD 26Q1-2900-gdf79404cd8, Yosys 0.63+post, stock flow scripts
make -C /OpenROAD-flow-scripts/flow DESIGN_CONFIG=/design/flow/config.mk WORK_HOME=/design/flow/orfs finish
### ./config.mk
export PLATFORM = sky130hd
export DESIGN_NAME = ATCONV
export DESIGN_NICKNAME = ATCONV
export VERILOG_FILES = /design/flow/design.v
export SDC_FILE = /design/flow/constraint.sdc
export NUM_CORES = 4
export LEC_CHECK = 1
export CORE_UTILIZATION = 30
### ./constraint.sdc
current_design ATCONV

set clk_period 14.5
set clk_io_pct 0.2

create_clock -name clk0 -period $clk_period [get_ports {clk}]

set non_clock_inputs [all_inputs -no_clocks]
set_input_delay [expr $clk_period * $clk_io_pct] -clock clk0 $non_clock_inputs
set_output_delay [expr $clk_period * $clk_io_pct] -clock clk0 [all_outputs]
==> impl_metrics.env <==
# physical design summary
export IMPL_aoi_share_pct=18.9
export IMPL_yosys_area_mm2=0.0274
export IMPL_cp_arrival_ns=10.04
export IMPL_grt_pass1_vias=22369
export IMPL_async_flop_share_pct=0.358
export IMPL_p_leak_nw=12.1
export IMPL_topCombFamilyByArea="adder cells"
export IMPL_synth_adder_area_share_pct=24.3
export IMPL_ir_drop_mv=0.296
export IMPL_clock_latency_ns=0.56
export IMPL_mux_share_pct=0.698
export IMPL_r2r_start="kernel[11]$_DFFE_PP_"
export IMPL_fin_area_mm2=0.0309
export IMPL_seqPwrFrac_pct=13.5
export IMPL_portBuffers=81
export IMPL_status="finished, final reports clean"
export IMPL_grt_pass1_wl_mm=136
export IMPL_crit_top_cell="fa_1"
export IMPL_die_h_um=304
export IMPL_ys_cells=2970
export IMPL_finClkSkew_ns=0.0180
export IMPL_synth_main_ff_cell="edfxtp_1"
export IMPL_cp_slowest_cell="edfxtp_1"
export IMPL_cts_buffers=35
export IMPL_fp_util_pct=30.4
export IMPL_overflow=0
export IMPL_cts_sinks=279
export IMPL_ctsHoldBuffers=0
export IMPL_required_ns=14.78
export IMPL_p_per_area_mw_per_mm2=258
export IMPL_lay_top_cells="nand2_1 (320), edfxtp_1 (275), a21oi_1 (273)"
export IMPL_drive_gt1_share_pct=5.28
export IMPL_num_vias=22664
export IMPL_syn_to_final_growth_pct=12.6
export IMPL_cp_startpoint="kernel[11]$_DFFE_PP_"
export IMPL_routabilityCongestion=1.02
export IMPL_fmax_mhz=103
export IMPL_synth_flops=279
export IMPL_yosys_area_share_simple_pct=14.3
export IMPL_synthCells=2970
export IMPL_drcViolationCount=0
export IMPL_netlist_area_mm2=0.0274
export IMPL_intPower_w=0.00406
export IMPL_tns_ns=0
export IMPL_cts_setup_buffers=0
export IMPL_pre_cts_slack_ns=4.72
export IMPL_slew_violations=0
export IMPL_maxCapViolCount=0
export IMPL_cts_resized=0
export IMPL_ys_seq_share_pct=30.4
export IMPL_die_w_um=304
export IMPL_tightest_slew_ns=1.02
export IMPL_path_class="flop to flop"
export IMPL_power_switching_w=0.00390
export IMPL_cts_root_buf="clkbuf_16"
export IMPL_worstHoldStart="CurrentState[2]$_DFF_P_"
export IMPL_clkSlewWorstSetupHoldPaths_ns=0.06
export IMPL_setup_viol=0
export IMPL_min_period_ns=9.75
export IMPL_io_pin_count=82
export IMPL_edf_count=275
export IMPL_avgViaCountPerCell=5.38
export IMPL_dr_pass1_iters=8
export IMPL_xor_area_share_pct=5.88
export IMPL_dp_hpwl_mm=66.7
export IMPL_antenna_found_initial=1
export IMPL_worst_path_max_fanout=21
export IMPL_hp_class="flop to flop"
export IMPL_placed_cell_area_mm2=0.0297
export IMPL_start_kind="flop"
export IMPL_ys_warn_count=3
export IMPL_rows=110
export IMPL_antenna_cells=0
export IMPL_warning_count=55
export IMPL_synth_avg_cell_area_um2=9.23
export IMPL_end_kind="flop"
export IMPL_switching_share_pct=49.0
export IMPL_wl_per_cell_um=20.9
export IMPL_hold_violations=0
export IMPL_comb_power_share_pct=75.6
export IMPL_fp_coreArea_mm2=0.0903
export IMPL_grt_setup_unrepaired="false"
export IMPL_max_stage_delay_ns=0.82
export IMPL_drt_iter0_markers=1682
export IMPL_netlist_cell_type_count=82
export IMPL_track_usage_pct=19.9
export IMPL_fin_crit_sh_pct=67.3
export IMPL_routed_wl_mm=88.2
export IMPL_grt_max_degree=115
export IMPL_layout_top_cell="nand2_1"
export IMPL_maxSlewHeadroom_pct=29.9
export IMPL_setup_ws_ns=4.75
export IMPL_ant_nets=0
export IMPL_cts_tree="done"
export IMPL_cts_buffer_depth=3
export IMPL_htree_num_levels=2
export IMPL_finish_utilization_pct=34.2
export IMPL_p_clk_share_pct=10.9
export IMPL_die_area_mm2=0.0926
export IMPL_power_w=0.00797
[logic make-up after synthesis]
family | after synthesis
muxes | 19
AOI/OAI and AO/OA | 824
adders and majority gates | 414
xor gates and xnor gates | 184
DFF | 279
and+or+nand+nor | 854
buffers and inverters | 396
[critical path, delay by kind of cell, from the launching register on]
kind	cells	cell delay, ns
adders and majority gates	8	3.65
AOI/OAI and AO/OA	10	2.44
and+or+nand+nor	3	1.11
buffers and inverters	3	1.01
DFF	1	0.82
xor gates and xnor gates	2	0.44
[per-layer routing]
layer / share of wire, % / track usage [%] / routed length [µm]
met1: 43 / 29.4 / 37800
met2: 43 / 28.3 / 37500
met3: 12 / 7.81 / 10200
met4: 3.0 / 4.87 / 2630
met5: 0 / 0 / 0
[Yosys cell counts (6+ instances only)]
master	count	area (µm²)
nand4_1	15	93.8
or4_1	7	52.6
o21bai_1	14	105
buf_1	18	67.6
a211oi_1	28	210
a31oi_1	42	263
nor2_1	220	826
a22oi_1	22	165
o21ai_0	178	891
a21o_1	29	218
a2111oi_0	10	87.6
a21oi_1	274	1370
a221oi_1	29	254
a21boi_0	10	75.1
clkbuf_1	135	507
o22ai_1	27	169
o31ai_1	12	90.1
xnor2_1	121	1060
and2_1	40	250
inv_1	238	893
and3_1	17	106
a222oi_1	12	120
nor2b_1	50	313
o311ai_0	7	61.3
a221o_1	8	80.1
nand3_1	61	305
nor4_1	8	50.1
fa_1	199	3980
edfxtp_1	275	8260
o21a_1	30	225
ha_1	213	2670
a311oi_1	12	105
nor3_1	44	220
xor2_1	63	552
mux2i_1	18	180
o211ai_1	21	158
or3_1	16	100
nand2b_1	30	188
a41oi_1	8	70.1
nand2_1	320	1200
or2_2	6	37.5
[sequential cells by signal (all words and copies together), names as in the netlist, 3 cells and up]
signal and count:
data_temp_1 62, data_temp_2 62, sum 30, addr 13
cdata_wr 13, cmpMax 13, pixels 13, temp 13
caddr_rd 12, caddr_wr 12, iaddr 12, max_pooling_addr 10
count 4, CurrentState 3, kernel 3
[area by class of cell]
class	count	area (µm²)
clock inverter	21	231
multi-input combinational	2295	17600
timing repair buffer	156	1380
fill	9137	59400
tap	1176	1470
inverter	241	905
sequential	279	8340
clock buffer	41	898
[stage by stage]
stage,cells,hold WS (ns)
3_3_place_gp,4147,0.446
6_report,4209,0.454
4_1_cts,4209,0.463
5_1_grt,4209,0.525
3_5_place_dp,4147,0.444
2_1_floorplan,2970,0.419
[path summary, 6_finish.rpt]
| kind | to | slack [ns] | depth (start not counted) |
|---|---|---|---|
| worst max-delay path | sum[27]$_SDFFCE_PP0P_ | 4.75 | 26 |
| worst max register to register | sum[27]$_SDFFCE_PP0P_ | 4.75 | 26 |
| min in group asynchronous | busy$_DFFE_PP0P_ | 3.00 | 2 |
| worst min-delay path | busy$_DFFE_PP0P_ | 0.45 | 1 |
| worst min register to register | busy$_DFFE_PP0P_ | 0.45 | 1 |
| max in group asynchronous | busy$_DFFE_PP0P_ | 11.30 | 2 |
[power groups by stage]
stage,combinational (W),clock [W],sequential (W)
after CTS,0.00602,0.000890,0.00108
after global routing,0.00681,0.000916,0.00109
final,0.00602,0.000867,0.00108
