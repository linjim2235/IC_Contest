**flow/config.mk**
```make
export PLATFORM = sky130hd
export DESIGN_NAME = LASER
export DESIGN_NICKNAME = LASER
export VERILOG_FILES = /design/flow/design.v
export SDC_FILE = /design/flow/constraint.sdc
export NUM_CORES = 4
export LEC_CHECK = 1
export CORE_UTILIZATION = 40
```
**flow/constraint.sdc**
```tcl
current_design LASER

set clk_period 17.0
set clk_io_pct 0.2

create_clock -name clk0 -period $clk_period [get_ports {CLK}]

set non_clock_inputs [all_inputs -no_clocks]
set_input_delay [expr $clk_period * $clk_io_pct] -clock clk0 $non_clock_inputs
set_output_delay [expr $clk_period * $clk_io_pct] -clock clk0 [all_outputs]
```
**flow/design.v**
```verilog
module LASER (
input CLK,
input RST,
input [3:0] X,
input [3:0] Y,
output reg [3:0] C1X,
output reg [3:0] C1Y,
output reg [3:0] C2X,
output reg [3:0] C2Y,
output reg DONE);
reg [3:0]current_state;
reg [3:0]next_state;
reg [2:0] interval;
parameter  INIT = 0;
parameter READ = 1;
parameter CAL_CIRCLE2_LOCATION = 2;
parameter CAL_COVER_RATE = 3;
parameter CAL_UP = 4;
parameter CAL_DOWN = 5;
parameter CAL_LEFT = 6;
parameter CAL_RIGHT = 7;
parameter OPTIMIZE = 8;
parameter OUTPUT = 9;
reg change;
reg circle;
reg [5:0] tmp_max_cover;
reg [5:0] max_cover;
reg [5:0] counter;
reg [3:0] bufferX [39:0];
reg [3:0] bufferY [39:0];
wire [10:0] add_1;
wire [10:0] add_2;
reg [10:0] temp_1;
reg [10:0] temp_2;
reg [10:0] temp_3;
reg [10:0] temp_4;
reg [3:0] dir1, dir2;
assign add_1 = (temp_1 + temp_2);
assign add_2 = (temp_3 + temp_4);
integer i;
reg [3:0] tmpx1, tmpx2, tmpy1, tmpy2;
wire [8:0] mul1, mul2;
assign mul1 =(tmpx1 - bufferX[counter])*(tmpx1 - bufferX[counter]) + (tmpy1 - bufferY[counter])*(tmpy1 - bufferY[counter]);
assign mul2 =(tmpx2 - bufferX[counter])*(tmpx2 - bufferX[counter]) + (tmpy2 - bufferY[counter])*(tmpy2 - bufferY[counter]);
always @(posedge CLK or posedge RST) begin
    if(RST)
        current_state <= INIT;
    else 
        current_state <= next_state;
end
always @(*) begin
case (current_state)
    INIT:
        next_state =(RST)?INIT:READ;
    READ:
        next_state =  (counter == 6'd39)?CAL_CIRCLE2_LOCATION:READ;
    CAL_CIRCLE2_LOCATION:
        next_state = CAL_COVER_RATE;
    CAL_COVER_RATE:
        next_state = (counter == 6'd40)?CAL_DOWN:CAL_COVER_RATE;
    CAL_DOWN:
        next_state =(counter == 6'd40)?CAL_UP:CAL_DOWN;
    CAL_UP:
        next_state =(counter == 6'd40)?CAL_RIGHT:CAL_UP;
    CAL_RIGHT:
        next_state =(counter == 6'd40)?CAL_LEFT:CAL_RIGHT;
    CAL_LEFT:
        next_state =(counter == 6'd40)?OPTIMIZE:CAL_LEFT;
    OPTIMIZE:
        next_state =(dir1 == 0 && dir2 == 0 && change ==0 && interval == 3'd7)?OUTPUT:CAL_DOWN;
    OUTPUT:
        next_state = READ;
    default: 
        next_state = INIT;
endcase
end
always @(posedge CLK)
begin
    if(RST)
    begin
        for(i=0;i<40;i=i+1)
        begin
            bufferX[i] <= 4'b0;
            bufferY[i] <= 4'b0;
        end
        temp_1 <= 0;
        temp_2 <= 0;
        temp_3 <= 0;
        temp_4 <= 0;
    end
    else if(next_state == READ || current_state == READ)
    begin
        if(counter == 0)
        begin
            bufferX[counter] <= X;
            bufferY[counter] <= Y;
            temp_1 <= X;
            temp_3 <= Y;
        end
        else if(counter == 1)
        begin
            bufferX[counter] <= X;
            bufferY[counter] <= Y;
            temp_2 <= X;
            temp_4 <= Y;
        end
        else
        begin
            bufferX[counter] <= X;
            bufferY[counter] <= Y;
            temp_1 <= add_1;
            temp_3 <= add_2;
            temp_2 <= X;
            temp_4 <= Y;
        end
    end
end
always @(posedge CLK) begin
if(RST)
    tmp_max_cover <= 6'd0;
else if(current_state == CAL_COVER_RATE)
begin
    if(counter >0)
    begin
        if(mul1 <=16)
            tmp_max_cover <= tmp_max_cover + 1;
    end
end
else if(current_state == CAL_UP || current_state == CAL_DOWN || current_state == CAL_LEFT ||current_state == CAL_RIGHT)
begin
    if(counter >0)
    begin
        if(mul1 <=16 || mul2 <= 16)
            tmp_max_cover <= tmp_max_cover + 1;
    end
    else
        tmp_max_cover <= 0;
end
else if(current_state == OUTPUT)
    tmp_max_cover <= 0;
end
always @(posedge CLK) begin
if(RST)
    max_cover <= 6'd0;
else if(current_state == CAL_COVER_RATE || current_state == CAL_UP || current_state == CAL_DOWN || current_state == CAL_LEFT || current_state == CAL_RIGHT)
begin
    if(counter == 6'd40)
    begin
        if(tmp_max_cover >max_cover)
            max_cover <= tmp_max_cover;
    end
end
else if(current_state == OUTPUT)
    max_cover <= 0;
end
always @(posedge CLK)
begin
if(RST)
begin
    dir1 <= 0;
    dir2 <= 0;
    change <= 0;
end
else if(current_state == OPTIMIZE && next_state == CAL_DOWN)
begin
    if(!circle && dir2!=0)
        change <= 1;
    else if(circle && dir1!=0)
        change <= 1;
    else
        change <=0;
    dir1 <= 0;
    dir2 <= 0;
end
else if(counter == 6'd40 && tmp_max_cover >max_cover)
begin
    if(circle)
    begin
        change <= 1;
        case(current_state)
            CAL_UP:
                dir2 <= 1;
            CAL_DOWN:
                dir2 <= 2;
            CAL_LEFT:
                dir2 <= 3;
            CAL_RIGHT:
                dir2 <= 4;
        endcase
    end
    else
    begin
        change <= 1;
        case(current_state)
            CAL_UP:
                dir1 <= 1;
            CAL_DOWN:
                dir1 <= 2;
            CAL_LEFT:
                dir1 <= 3;
            CAL_RIGHT:
                dir1 <= 4;
        endcase
    end
end
else if(current_state == OUTPUT)
begin
    dir1 <= 0;
    dir2 <= 0;
end
end
always @(posedge CLK) begin
if(RST)
    circle <= 0;
else if(current_state == CAL_LEFT)
begin
    if(counter == 6'd40)
        if((!circle && dir2==0) || (circle && dir1 == 0))
            circle <= ~circle;
end
else if(current_state == OUTPUT)
    circle <= 0;
end
always @(posedge CLK) begin
if(RST)
begin
    tmpx1 <= 0;
    tmpx2 <= 0;
    tmpy1 <= 0;
    tmpy2 <= 0;
end
else if(next_state == CAL_COVER_RATE)
begin
    tmpx1 <= C1X;
    tmpy1 <= C1Y;
end
else if(current_state == CAL_UP)
begin
    if(circle) 
    begin
        tmpx1 <= C1X-interval;
        tmpy1 <= C1Y;
        tmpx2 <= C2X;
        tmpy2 <= C2Y;
    end
    else  
    begin
        tmpx1 <= C1X;
        tmpy1 <= C1Y;
        tmpx2 <= C2X-interval;
        tmpy2 <= C2Y;
    end
end
else if(current_state == CAL_DOWN)
begin
    if(circle) 
    begin
        tmpx1 <= C1X+interval;
        tmpy1 <= C1Y;
        tmpx2 <= C2X;
        tmpy2 <= C2Y;
    end
    else  
    begin
        tmpx1 <= C1X;
        tmpy1 <= C1Y;
        tmpx2 <= C2X+interval;
        tmpy2 <= C2Y;
    end
end
else if(current_state == CAL_RIGHT)
begin
    if(circle) 
    begin
        tmpx1 <= C1X;
        tmpy1 <= C1Y-interval;
        tmpx2 <= C2X;
        tmpy2 <= C2Y;
    end
    else  
    begin
        tmpx1 <= C1X;
        tmpy1 <= C1Y;
        tmpx2 <= C2X;
        tmpy2 <= C2Y+interval;
    end
end
else if(current_state == CAL_LEFT)
begin
    if(circle) 
    begin
        tmpx1 <= C1X;
        tmpy1 <= C1Y+interval;
        tmpx2 <= C2X;
        tmpy2 <= C2Y;
    end
    else  
    begin
        tmpx1 <= C1X;
        tmpy1 <= C1Y;
        tmpx2 <= C2X;
        tmpy2 <= C2Y-interval;
    end
end
end
always @(posedge CLK) begin
if(RST)
    counter <= 0;
else if(current_state == OUTPUT)
    counter <= 0;
else if(next_state == READ)
    counter <= counter + 1;
else if(current_state == CAL_CIRCLE2_LOCATION)
    counter <= 0;
else if(current_state == CAL_COVER_RATE)
begin
    if(counter == 40)
        counter <= 0;
    else
        counter <= counter + 1;
end
else if(current_state == CAL_UP || current_state == CAL_DOWN || current_state == CAL_LEFT|| current_state == CAL_RIGHT )
begin
    if(counter ==6'd40)
        counter <= 0;
    else 
        counter <= counter +1;
end
else 
    counter <= 0;
end
always @(posedge CLK) begin
if(RST)
begin
    C1X <= 0;
    C1Y <= 0;
    C2X <= 0;
    C2Y <= 0;
    DONE <= 0;
end
else if(current_state == CAL_CIRCLE2_LOCATION)
begin
    C1X <= add_1/40;
    C1Y <= add_2/40;
    C2X <= add_1/40;
    C2Y <= add_2/40;
end
else if(current_state == CAL_UP || current_state == CAL_DOWN || current_state == CAL_LEFT || current_state == CAL_RIGHT)
begin
    if(counter == 6'd40)
    begin
        if(tmp_max_cover > max_cover)
        begin
            C1X <= tmpx1;
            C1Y <= tmpy1;
            C2X <= tmpx2;
            C2Y <= tmpy2;
        end
    end
end
if(next_state == OUTPUT)
begin
    DONE <= 1;
end
else 
    DONE <= 0;
end
always @(posedge CLK) begin
if(RST)
    interval <=1;
else if(change)
    interval <= 1;
else if(current_state == OPTIMIZE && change == 0 && dir1 == 0 && dir2 ==0)
    interval <= interval +1;
else if(current_state == READ)
    interval <= 1;
end
endmodule
```
**flow/run.sh**
```bash
#!/bin/bash
# OpenROAD 26Q1-2900-gdf79404cd8, Yosys 0.63+post, stock flow scripts
make -C /OpenROAD-flow-scripts/flow DESIGN_CONFIG=/design/flow/config.mk WORK_HOME=/design/flow/orfs finish
```
==> impl_metrics.ini <==
; generated from flow reports
[run_status]
status = finished clean

[sta]
worst_slew_pin_slew_ns = 1.03
max_freq_mhz = 96.4
hold_ws_ns = 0.458
layout_setup_ws_ns = 6.63
setup_viol = 0
slew_headroom_pct = 30.9
maxSlewViolCount = 0
hold_viol_final = 0
period_minus_slack_ns = 10.37
clock-skew-final_ns = 0.0372
tns_ns = 0
finalCritPeriodShare_pct = 61.0
rsz0062_at_grt = false

[cts]
holdBufCountCts = 0
clock_sinks = 614
clk_latency_ns = 0.62
ctsResizeCount = 0
cts_setup_buffers = 0
clkTransAtPathRegs_ns = 0.06
cts_tree = done
cts_inserted_buffers = 67
cts-root-buf = clkbuf_16
h-tree-depth = 3
ctsLongestPathBuffers = 3

[grt]
grt_usage_pct = 23.6
use_met3_pct = 11.8
grt_pass1_vias = 23100
grt_max_degree = 68
globalRoute.totalOverflow = 0
grt_pass1_wl_um = 138000
use_met1_pct = 32.6
busiest_layer = met2
antenna_found_initial = 0
use_met2_pct = 34.8

[die]
num_rows = 103
die_h_um = 286
placeableCoreArea_um2 = 79500
fp_util_pct = 40.6
pin_count = 27
die_w_um = 286
die_area_um2 = 81900

[worst_hold_path]
min_from = temp_1[2]
holdPathEnd = temp_1[2]
hold_path_class = flop to flop
holdPathStages = 2

[place]
place.gp.congestion = 0.924
hpwl_um = 59400
postPlaceCellArea_um2 = 34000
io_buffers = 26
pre_cts_ws_ns = 6.69

[synthesis]
ys_chip_area_um2 = 32300
edf_count = 512
synth-adder-area-share_pct = 8.70
topCombFamilyByArea = AND-OR/OR-AND gates
ys_cells = 2831
synth_cell_type_count = 90
muxShareOfSynthArea_pct = 0.410
aoi_share_pct = 16.1
ys.flops = 614
synth_seq_share_pct = 54.1
syn_inst = 2831
syn_avg_cell_area_um2 = 11.4
ys_sh_simple_pct = 15.3
xor_share_pct = 2.03
ys.warnings.count = 1
flop_cell = edfxtp_1
syn-cell-area_um2 = 32300
synth-async-reset-ratio_pct = 1.63

[pwr]
vdd_drop_max_uv = 92.7
powerDensity_nw_per_um2 = 108
p_leak_uw = 0.0129

[setup_path]
cpLargestDelayFamily = adder cells
worstRegToRegCells = 35
path_common_cell = fa_1
r2r_slack_ns = 6.63
cp-end-kind = flop
cp.required_ns = 17.46
arrival_ns = 10.83
critPathBufInv = 7
cp_slowest_cell = nor3_2
r2r_start = counter[1]
path_class = flop to flop
cp_max_fo = 36
cpPeakStageDelay_ns = 0.70
cp-start-kind = flop
r2r_end = tmp_max_cover[5]

[finish]
mostFrequentLayoutCell = edfxtp_1
final_layout_size_suffix_gt1_share_pct = 8.27
final_area_um2 = 36100
syn_to_final_growth_pct = 11.8
final_cell_mix = 512 x edfxtp_1, 337 x and2_1, 224 x a22oi_1, 201 x nor2_1, 135 x nand2_1

[drt]
antennaDiodeCount = 0
wire_per_inst_um = 22.7
drt_iter0_markers = 1773
firstDrtPassIters = 5
viasPerCell = 5.77
wl_um = 89700
vias = 22800
drc = 0
detail-route-antenna-nets = 0

[run]
tool_warnings = 41
cap_violations = 0
-- layout make-up --
type | instances | area (um^2)
clock buffer | 86 | 1800
clock inverter | 31 | 353
fill | 6914 | 43400
inverter | 125 | 469
multi-input combinational | 1921 | 13800
sequential | 614 | 17500
tap | 1050 | 1310
timing repair buffer | 125 | 958
-- worst min-delay path: stages (launching register included) --
cell	delay (ns)
dfxtp_1	0.31
nand2_1	0.05
a21oi_1	0.05
-- registers in the layout, indices dropped and copies added, names as in the netlist, 4 cells and up, named ones only --
name	flops
C1X	4
temp_1	11
temp_3	11
current_state	7
tmp_max_cover	6
C2X	4
C2Y	4
tmpx1	4
temp_4	4
counter	6
temp_2	4
tmpy1	4
tmpy2	4
bufferY	256
C1Y	4
bufferX	256
max_cover	6
tmpx2	4
-- worst max path at each step --
stage | from | depth (start not counted) | slack (ns) | endpoint
after CTS | counter[1] | 35 | 6.69 | tmp_max_cover[5]
final | counter[1] | 35 | 6.63 | tmp_max_cover[5]
after global routing | counter[1] | 36 | 5.93 | tmp_max_cover[5]
-- cell usage after synthesis (14+ instances only) --
library cell,number,area share (%)
nand4_1,52,1.0
and3_1,14,0.27
a311oi_1,15,0.41
xnor2_1,52,1.4
a22oi_1,224,5.2
ha_1,100,3.9
a221oi_1,36,0.98
a21o_1,26,0.60
clkbuf_1,161,1.9
nor2b_1,18,0.35
and2_1,337,6.5
a211oi_1,29,0.67
nor3_1,38,0.59
nand2b_1,23,0.45
xor2_1,23,0.62
a21oi_1,88,1.4
nand3_1,57,0.88
nand2_1,135,1.6
edfxtp_1,512,48
a31oi_1,34,0.66
inv_1,123,1.4
a22o_1,37,1.0
nor2_1,201,2.3
or3_1,17,0.33
dfxtp_1,92,5.7
fa_1,78,4.8
o211ai_1,24,0.56
o21ai_0,99,1.5
-- power breakdown --
part	switching [uW]	internal, uW	leakage, uW
logic	426	360	0.00621
registers	14.9	1670	0.00564
clock network	605	831	0.00104
-- routing by layer --
| metal | vias up | wire [um] |
|---|---|---|
| met3 | 145 | 10400 |
| met1 | 11000 | 35800 |
| li1 | 10600 | - |
| met2 | 1046 | 40900 |
| met4 | 0 | 2570 |
| met5 | - | 0 |
-- logic make-up (layout without fill, tap and decap cells) --
| logic type | Yosys count | in the layout |
|---|---|---|
| XOR/XNOR | 75 | 75 |
| flip-flops | 614 | 614 |
| buffers and inverters | 296 | 367 |
| adder cells (fa/ha/maj) | 178 | 178 |
| multiplexers | 13 | 13 |
| AND-OR/OR-AND | 722 | 722 |
| AND/OR/NAND/NOR | 933 | 933 |
-- metrics by stage --
stage	total power [uW]	util (%)	cells
5_1_grt	4120	45.4	3952
6_report	3900	45.4	3952
2_1_floorplan	2330	-	2831
3_5_place_dp	2510	42.7	3835
3_3_place_gp	2500	42.7	3835
4_1_cts	3950	45.4	3952
Power and IR drop assume default switching activity.
